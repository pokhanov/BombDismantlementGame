[flow/design.v]
module cryingFace(rst_n ,clk, fail, hang, red, beep,repeatRst);
input rst_n;
input clk;
input fail;		 
output reg[7:0] hang, red;
output reg beep;		 
output reg repeatRst;
reg[2:0] s1;
reg [15:0] tt;
reg [15:0] endtime;
always@(posedge clk or negedge rst_n)	 
begin
	if(rst_n==0) begin
	endtime=0;
	tt=0;
	s1=0;
	repeatRst=0;
	end
	else if(fail==1) begin
	if(endtime==49) begin			 
	repeatRst=1;		 
	end
	else endtime=endtime+1;
	if(tt==10) begin		 
						beep=~beep;
						tt=0;
					 end
	 else tt=tt+1;
    if(s1==7) s1=0;else s1=s1+1;		 
			case(s1)
			0:begin hang=8'b01111111;red=8'b10000001;end	
			1:begin hang=8'b10111111;red=8'b01000010;end
			2:begin hang=8'b11011111;red=8'b00100100;end
			3:begin hang=8'b11101111;red=8'b01000010;end
			4:begin hang=8'b11110111;red=8'b10000001;end	
			5:begin hang=8'b11111011;red=8'b00011000;end
			6:begin hang=8'b11111101;red=8'b00100100;end
			7:begin hang=8'b11111110;red=8'b01000010;end
			default:hang=8'b11111111;
			endcase; 
	end	
end
endmodule
[flow/constraint.sdc]
current_design cryingFace

set clk_period 3.7
set clk_io_pct 0.2

create_clock -name clk0 -period $clk_period [get_ports {clk}]

set non_clock_inputs [all_inputs -no_clocks]
set_input_delay [expr $clk_period * $clk_io_pct] -clock clk0 $non_clock_inputs
set_output_delay [expr $clk_period * $clk_io_pct] -clock clk0 [all_outputs]
[flow/run.sh]
#!/bin/bash
# OpenROAD 26Q1-2900-gdf79404cd8, Yosys 0.63+post, stock flow scripts
make -C /OpenROAD-flow-scripts/flow DESIGN_CONFIG=/design/flow/config.mk WORK_HOME=/design/flow/orfs finish
[flow/config.mk]
export PLATFORM = sky130hd
export DESIGN_NAME = cryingFace
export DESIGN_NICKNAME = cryingFace
export VERILOG_FILES = /design/flow/design.v
export SDC_FILE = /design/flow/constraint.sdc
export NUM_CORES = 4
export LEC_CHECK = 1
export CORE_UTILIZATION = 40
==> run notes <==
Synthesis and PnR results.

- The leakage power reads 1.12 nW.
- The report lists the cells along the critical path as clkdlybuf4s50_1 > and3_1 > and4_1 > nand3_1 > mux2_2.
- The number of antenna violations at the first check in global routing came to 0.
- Clock skew on the completed layout was measured at 0.00718 ns.
- The final design utilization reads 47.6%.
- The worst IR drop on VDD is 0.322 mV.
- Total power for the finished layout comes to 1.54 mW.
- The post-route fraction of the period consumed by the critical path reads 64.4%.
- As reported, the later end of the worst-skew pair has a clock insertion delay of 0.30 ns.
- In this run, post-CTS repair resized a total of 0 instances.
- The sequential-to-total area share from yosys stat is 56.6%.
- Ranking logic cells in the layout by count gives the top entries sky130_fd_sc_hd__dfrtp_1, sky130_fd_sc_hd__nand2_1, sky130_fd_sc_hd__xnor2_1, sky130_fd_sc_hd__clkdlybuf4s50_1, sky130_fd_sc_hd__edfxtp_1.
- The slew at the pin closest to its max-slew limit reads 0.647 ns.
- The number of global-route vias before repair is 1350.
- The biggest cell delay along the critical path reads 0.88 ns.
- The accumulated negative setup slack is 0 ns.
- The pre-placement core utilization reads 41.4%.
- The worst path setup slack after routing is 1.32 ns.
- Setup repair after global routing left no endpoint under its margin.
- Counting the warning lines in the Yosys log gives 1.
- The relative area change from synthesis to final layout is 15.0%.
- The post-detailed-route via-to-cell ratio reads 4.83.
- The die width is 77.5 um.
- The floorplan die area is 6010 um2.
- The worst setup path is launched from an input port.
- The critical path in this run is classified as in -> reg.
- Overall routing resource usage recorded by global route was 13.8%.
- The number of top-level pins is 21.
- In this run the worst hold path is classified as in -> async.
- The clock tree from TritonCTS is done.
- At the worst endpoint, the required time is 3.89 ns.
- The global-route wire length before repair is 6420 um.
- The worst slew margin relative to its limit reads 56.7%.
- The total count of hold-check failures in the final report is 0.
- The via total after detailed routing reads 1419.
- The placement report lists the number of port buffers as 20.
- The tool warning count for the run is 29.
- In the routed design, unresolved DRC markers number 0.
- The number of max-cap violations is 0.
- The cell total in the yosys stat output is 199.
- The instance tally after logic synthesis is 199.
- The count of H-tree levels built during CTS reads 2.
- The total power density per cell area reads 587 nW/um2.
- The number of DRC violations after detailed-routing iteration 0 reads 58.
- The worst slack at placement is 0.979 ns.
- The minimum clock period after layout is 2.38 ns.
- The combined buffer and inverter count along the critical path is 1.
- The main flop type is sky130_fd_sc_hd__dfrtp_1.
- Along the worst path, the maximum fanout reaches 18.
- Leaving out fill and tap cells, the most frequent cell in the layout is sky130_fd_sc_hd__dfrtp_1.
- Global routing finished with a remaining overflow of 0.
- The clock edge transition at the registers on the reported setup and hold paths is 0.09 ns.
- The max-slew violation total from the final report reads 0.
- The final estimated routing congestion in global placement is 0.817.
- The summed instance area of the synthesized netlist reads 2280 um2.
- After detailed routing, the average wire length per cell comes to 12.0 um.
- The count of final setup violators reads 0.
- CTS added clock buffers totalling 5.
- The number of setup buffers added after CTS is 0.
- The post-synthesis area per instance reads 11.5 um2.
- The post-synth tally of flip-flops with integrated enable reads 13.
- The nature of the critical path endpoint is a register.
- The buffer depth of the longest clock path reads 2.
- The root buffer cell chosen for the clock tree is sky130_fd_sc_hd__clkbuf_8.
- Per the detailed-route log, wirelength across all metal layers totals 3520 um.
- The number of sinks driven by the clock tree is 49.
- For this run, the script counts the antenna cells in the layout as 0.
- Counting flops and latches in the post-synthesis netlist gives 49.
- After synthesis, the chip area reported by Yosys is 2280 um2.
- The critical path's top delay family is buffers and inverters.
- The post-DP HPWL is 2420 um.
- The number of detailed-routing iterations run before antenna repair reads 4.
- In this run the core area contains 27 standard-cell rows.
- The run finished with clean final reports.
- The die is 77.5 um tall.
- The number of buffers inserted for hold repair after clock tree synthesis is 0.
- In this run the remaining antenna-violating nets after routing total 0.
- After floorplanning, the core was sized to cover 5510 um2.
- Once placement completed, the tool counted placed cells totaling 286.
- The ratio of cells with drive above 1 in the final layout is 9.01%.
- The pin count of the biggest net entering global routing reads 39.
- The async set or reset register ratio after synthesis is 73.5%.
- The slowest library cell on the worst path is sky130_fd_sc_hd__clkdlybuf4s50_1.
- Static timing analysis puts the maximum clock frequency at 0.420 GHz.
- The gate-level netlist out of Yosys references 30 unique cell types.
- The endpoint arrival time on the critical path is 2.57 ns.
- The tally of non-filler cells in the final layout reads 294.
through the flow:
step | instance area (um2) | hold WS [ns]
final | 2620 | 0.469
after detailed placement | 2530 | 0.452
after global routing | 2620 | 0.499
after global placement | 2530 | 0.467
after CTS | 2620 | 0.478
after floorplan | 2280 | 0.404
cell usage after synthesis, drive strengths merged, types with 3 or more instances:
cell type  instances  area share [%]
a21oi              3            0.66
o21ai              4            0.88
inv                8             1.3
dfrtp             36              40
nand4             12             3.3
xnor2             19             7.3
nand2b             3            0.93
buf                5             1.6
xor2               7             2.7
and3               6             1.6
and4               4             1.5
ha                 8             4.4
or2                3            0.82
nor2b              6             1.6
edfxtp            13              17
or4                3             1.3
mux2               3             1.5
nor4               4             1.8
nand3             10             2.2
nor2              11             1.8
nand2             22             3.6
kinds of logic after synthesis:
kind of cell | after synthesis | synth area share, %
and+or+nand+nor | 87 | 21.4
DFF | 49 | 56.6
xor gates and xnor gates | 26 | 9.99
buffers and inverters | 15 | 3.29
AOI/OAI and AO/OA | 10 | 2.41
adders and majority gates | 8 | 4.39
muxes | 4 | 1.92
worst paths after layout:
path / startpoint / to / slack [ns] / depth (start not counted)
max reg2reg: endtime[7] / endtime[1] / 1.90 / 4
min in group clk0: repeatRst / repeatRst / 0.47 / 1
min reg2reg: repeatRst / repeatRst / 0.47 / 1
min: rst_n / tt[6] / 0.47 / 2
max: fail / tt[15] / 1.32 / 5
max in group asynchronous: rst_n / endtime[6] / 2.91 / 2
layout make-up:
| cell class | count | area (um2) |
|---|---|---|
| fill | 508 | 2880 |
| sequential | 49 | 1290 |
| multi-input combinational | 135 | 913 |
| timing repair buffer | 22 | 210 |
| tap | 72 | 90.1 |
| clock buffer | 6 | 72.6 |
| inverter | 8 | 30.0 |
| clock inverter | 2 | 15.0 |
report_power, final:
group          total (mW)  switching (mW)  internal, mW
Combinational       0.422           0.198         0.224
Clock               0.314           0.181         0.133
Sequential          0.804           0.114         0.690
Total                1.54           0.493          1.05
flip-flops by register name (all words and copies together) (netlist names):
register   cells
endtime       16
tt            16
hang           8
red            4
s1             3
beep           1
repeatRst      1
routing by layer:
metal | GRT usage, % | wire (um) | vias up
met1 | 24.1 | 1830 | 656
met2 | 19.0 | 1500 | 24
met5 | 0 | 0 | -
met4 | 2.26 | 67 | 0
li1 | - | - | 732
met3 | 2.63 | 123 | 7
Power figures rest on the tool's default switching activity, not on a simulated workload.
