==> design.v <==
module laughingFace(rst_n, success, clk, hang, gre, beep, repeatRst);
input rst_n;
input success;
input clk;
output reg[7:0] hang, gre;
output reg beep;
output reg repeatRst;
reg[2:0] s1;
reg[15:0] tt;
reg[15:0] endtime;
always@(posedge clk, negedge rst_n)	 
begin
	if(rst_n==0) begin
	s1=0;
	tt=0;
	endtime=0;
	repeatRst=0;
	end
	else if(success==1) begin
		if(endtime==49) begin
			repeatRst=1;
		end
		else endtime=endtime+1;
		if(tt==10) begin beep=~beep;
							  tt=0;
					  end
		else tt=tt+1;
    if(s1==7) s1=0;else s1=s1+1;
			case(s1)
			0:begin hang=8'b01111111;gre=8'b00000000;end	 
			1:begin hang=8'b10111111;gre=8'b01100110;end
			2:begin hang=8'b11011111;gre=8'b01100110;end
			3:begin hang=8'b11101111;gre=8'b01100110;end
			4:begin hang=8'b11110111;gre=8'b00000000;end	
			5:begin hang=8'b11111011;gre=8'b01000010;end
			6:begin hang=8'b11111101;gre=8'b00100100;end
			7:begin hang=8'b11111110;gre=8'b00011000;end
			default:hang=8'b11111111;
			endcase;
	end
end
endmodule
==> run.sh <==
#!/bin/bash
# OpenROAD 26Q1-2900-gdf79404cd8, Yosys 0.63+post, stock flow scripts
make -C /OpenROAD-flow-scripts/flow DESIGN_CONFIG=/design/flow/config.mk WORK_HOME=/design/flow/orfs finish
==> config.mk <==
export PLATFORM = sky130hd
export DESIGN_NAME = laughingFace
export DESIGN_NICKNAME = laughingFace
export VERILOG_FILES = /design/flow/design.v
export SDC_FILE = /design/flow/constraint.sdc
export NUM_CORES = 4
export LEC_CHECK = 1
export CORE_UTILIZATION = 50
==> constraint.sdc <==
current_design laughingFace

set clk_period 5.3
set clk_io_pct 0.2

create_clock -name clk0 -period $clk_period [get_ports {clk}]

set non_clock_inputs [all_inputs -no_clocks]
set_input_delay [expr $clk_period * $clk_io_pct] -clock clk0 $non_clock_inputs
set_output_delay [expr $clk_period * $clk_io_pct] -clock clk0 [all_outputs]
==> reports/results.ini <==
[grt]
grt_use_total = 0.178
maximum_number_of_pins_on_one_net_before_global_route_repair = 38
grt_pass1_vias = 1315
grt_most_used_layer = met1
use_met1 = 0.294
grt_pass1_wl_um = 5840
initial_antenna_violation_count = 0
globalRouteMet3Util = 0.0433
globalRouteOverflowTotal = 0
use_met2 = 0.259

[sta]
maxSlewViolCount = 0
hold_viol = 0
timing.setup.tns_ns = 0
worst_clock_skew_ns = 0.00769
period_used_share = 0.515
relSlewSlack = 0.551
worst_tran_pin_value_ns = 0.672
achievable-frequency_mhz = 367
rsz0062_at_grt = false
final_report_setup_violation_count = 0
final.min_clock_period_ns = 2.73

[die]
die.size.y_um = 68.7
core-area_mm2 = 0.00414
core.rowCount = 23
top_level_ports = 21
fp.dieW_um = 68.7
chipArea_mm2 = 0.00472
floorplan.core_util = 0.537

[cts]
cts_repair_resize_count = 0
total_cts_buffers = 5
htreeDepth = 2
clk_path_buf_depth = 2
cts.hold.buffers_added = 0
clock_slew_at_reported_path_ffs_ns = 0.08
cts_tree = yes
clock_sink_count = 48
clkLatencyLatePin_ns = 0.29
post_cts.repair.setup_buffers = 0
clockRootBuffer = clkbuf_8

[synthesis]
synth.cellmix.compoundShare = 0.0354
post_synth_num_cell_types = 38
portion_of_the_post_synthesis_area_used_by_sequential_elements = 0.567
synth.largest_area_cell = dfrtp_1
syn-instance-count = 188
synth-simple-area-share = 0.202
synth.avg_cell_area_um2 = 11.8
mux_area_frac = 0.0152
ys_sh_adder = 0.0394
area_share_of_xor_xnor_cells_in_the_synthesized_design = 0.106
synth-cells-yosys = 188
yosysTopAreaCellShare = 0.405
synth-main-ff-cell = dfrtp_1
post_synth_main_area_contributors = dfrtp_1 40%, edfxtp_1 16%, xnor2_1 7.9%
count_of_library_flops_with_an_enable_pin = 12
synth-async-reset-ratio = 0.750
synth_warnings = 1
netlist_logic_family_top = simple AND/OR/NAND/NOR gates
synthesis.area_mm2 = 0.00222
ys_chip_area_mm2 = 0.00222
postSynthRegisterBits = 48

[pwr]
power_density_over_the_cells_mw_per_mm2 = 419
ir_drop_mv = 0.256
p_leak_nw = 1.04

[cells_and_area]
finish.instance_area_mm2 = 0.00251
synthToLayoutAreaGrowth_pct = 12.8
fillers = 322
register_area_mm2 = 0.00126
multi_input_logic_area_um2 = 895
drive_gt1_frac = 0.0721

[setup_path]
crit_path_max_incr_delay_ns = 0.90
worstSetupPathType = input port to register
cp-start-kind = input port
path_cells = clkdlybuf4s50_1, inv_1, a41oi_4, nand4_1, xnor2_1
worst_ep_arrival_time_ns = 2.91
r2r_slack_ns = 3.56
worst_path_dominant_cell_family = buffers and inverters
worstPathRequired_ns = 5.49
worstPathBufferInverterCount = 2
slowest_stage = clkdlybuf4s50_1
worstPathMaxFanout = 19
end_kind = register

[worst_hold_path]
worstHoldPathType = register to register

[status]
result_of_the_run = finished clean

[route]
drt_iter0_drc = 70
ant_diodes = 0
drc_violations = 0
detail_route.wl_per_cell_um = 13.6
firstDrtPassIters = 4
antenna_violating_nets_post_route = 0
vias = 1423
finalWirelength_um = 3500
vias_per_cell = 5.52

[placement]
dp_hpwl_um = 2400
buffer_ports.inserted = 18
detailed_place.area_mm2 = 0.00243
gp_routability_congestion = 0.824

[job]
drv.max_cap_violation_count = 0
openroad.warnings = 29

==> sequential cells by signal, summed over array words and instances, names as in the netlist <==
| signal | cells |
|---|---|
| beep | 1 |
| gre | 3 |
| repeatRst | 1 |
| hang | 8 |
| endtime | 16 |
| s1 | 3 |
| tt | 16 |
==> worst register-to-register path, delay by kind of cell (launching register included) <==
kind                     cells  cell delay (ns)
adder cells (fa/ha/maj)      2             0.39
flip-flops                   1             0.43
AND/OR/NAND/NOR              2             0.67
==> cells in the mapped netlist, types with 3 or more instances <==
master	instances
dfrtp_1	36
xnor2_1	20
nand2_1	16
nand4_1	13
edfxtp_1	12
nor2_1	12
nand3_1	8
ha_1	7
xor2_1	7
inv_1	6
buf_4	5
and3_1	4
and4_1	4
nor3_1	4
mux2_2	3
o21ai_0	3
==> routing by layer <==
metal	share of wire	vias to the layer above	routed length, um
met5	0	-	0
li1	-	691	-
met2	0.42	53	1490
met3	0.061	9	215
met4	0.031	0	109
met1	0.48	670	1690
==> path summary, 6_finish.rpt <==
check	start	endpoint	depth (start not counted)
max in group asynchronous	rst_n	endtime[3]	2
setup / recovery	success	endtime[12]	5
hold / removal	endtime[12]	endtime[12]	1
setup reg to reg	s1[0]	hang[6]	4
hold reg to reg	endtime[12]	endtime[12]	1
min in group asynchronous	rst_n	tt[7]	2
==> metrics by stage <==
step	setup WS, ns	std cells	utilization	power (mW)	hold slack (ns)
3_3_place_gp	2.32	250	0.586	0.850	0.476
2_1_floorplan	3.23	189	-	0.760	0.417
5_1_grt	2.43	258	0.605	1.13	0.508
3_5_place_dp	2.27	250	0.586	0.859	0.481
4_1_cts	2.58	258	0.605	1.06	0.495
6_report	2.57	258	0.605	1.05	0.492
==> layout make-up <==
| class | instances | area share |
|---|---|---|
| Clock buffer | 7 | 0.0304 |
| Clock inverter | 1 | 0.00150 |
| Inverter | 6 | 0.00898 |
| Multi-Input combinational cell | 127 | 0.357 |
| Sequential cell | 48 | 0.503 |
| Tap cell | 50 | 0.0249 |
| Timing Repair Buffer | 19 | 0.0748 |
==> power breakdown <==
group	internal (mW)	switching, mW	total, mW
logic	0.163	0.131	0.294
clock network	0.0919	0.107	0.199
registers	0.477	0.0809	0.558
==> placed cells by master (no fill, tap or decap), drive strengths merged, types with 3 or more instances in the layout <==
cell,count
nand4,14
nand3,8
and4,4
xnor2,20
mux2,3
dfrtp,36
nand2,16
and3,4
nor3,4
ha,7
xor2,7
nor2,12
nor4,4
clkbuf,7
clkdlybuf4s50,18
edfxtp,12
inv,6
o21ai,3
==> kinds of logic after synthesis <==
group | Yosys count
compound gates | 9
xor+xnor | 27
fa+ha+maj | 7
buf+inv | 14
flops | 48
mux | 3
other cells | 1
simple gates | 79
Power and IR drop assume default switching activity.
