<file path="design/flow/run.sh">
#!/bin/bash
# OpenROAD 26Q1-2900-gdf79404cd8, Yosys 0.63+post, stock flow scripts
make -C /OpenROAD-flow-scripts/flow DESIGN_CONFIG=/design/flow/config.mk WORK_HOME=/design/flow/orfs finish
</file>
<file path="design/flow/constraint.sdc">
current_design zhadan_dianzhen

set clk_period 2.4
set clk_io_pct 0.2

create_clock -name clk0 -period $clk_period [get_ports {clk}]

set non_clock_inputs [all_inputs -no_clocks]
set_input_delay [expr $clk_period * $clk_io_pct] -clock clk0 $non_clock_inputs
set_output_delay [expr $clk_period * $clk_io_pct] -clock clk0 [all_outputs]
</file>
<file path="design/flow/config.mk">
export PLATFORM = sky130hd
export DESIGN_NAME = zhadan_dianzhen
export DESIGN_NICKNAME = zhadan_dianzhen
export VERILOG_FILES = /design/flow/design.v
export SDC_FILE = /design/flow/constraint.sdc
export NUM_CORES = 4
export LEC_CHECK = 1
export CORE_UTILIZATION = 30
</file>
<file path="design/flow/design.v">
module zhadan_dianzhen(rst, start, BombSwitch, clk, hang, red, gre, fail);
input start;	 
input BombSwitch;		 
input clk;		 
output reg[7:0]hang,	 
					red,   
					gre;   
output reg fail=0;		 
input rst;		 
reg[2:0] s1;	 
reg clk_1hz;	 
reg[15:0] tt;
reg[4:0] s2;	 
always@(posedge clk, posedge rst)			 
begin
if(rst==1)
	 begin s1=0;
	 gre=8'b00000000;
	 red=8'b00000000;
	 hang=8'b11111111;
	 tt=0;
	 end
else if(BombSwitch==1)				 
begin
    if(tt==49) begin tt=0;
							  if(start==1)clk_1hz=~clk_1hz;		 
					  end 												 
	 else tt=tt+1;
    if(s1==7) s1=0;else s1=s1+1;
        case(s2)
        0:begin
			case(s1)
			0:begin hang=8'b01111111;red=8'b00011000;gre=8'b00011000;end	 
			1:begin hang=8'b10111111;red=8'b00011000;gre=8'b00011000;end
			2:begin hang=8'b11011111;red=8'b00011000;gre=8'b00011000;end
			3:begin hang=8'b11101111;red=8'b00011000;gre=8'b00011000;end
			4:begin hang=8'b11110111;red=8'b00011000;gre=8'b00000000;end	 
			5:begin hang=8'b11111011;red=8'b00100100;gre=8'b00000000;end
			6:begin hang=8'b11111101;red=8'b00100100;gre=8'b00000000;end
			7:begin hang=8'b11111110;red=8'b00011000;gre=8'b00000000;end
			default:hang=8'b11111111;
			endcase;
        end
        1:begin
        case(s1)
        0:begin hang=8'b01111111;red=8'b00000000;gre=8'b00000000;end		 
        1:begin hang=8'b10111111;red=8'b00011000;gre=8'b00011000;end
        2:begin hang=8'b11011111;red=8'b00011000;gre=8'b00011000;end
        3:begin hang=8'b11101111;red=8'b00011000;gre=8'b00011000;end
        4:begin hang=8'b11110111;red=8'b00011000;gre=8'b00000000;end
        5:begin hang=8'b11111011;red=8'b00100100;gre=8'b00000000;end
        6:begin hang=8'b11111101;red=8'b00100100;gre=8'b00000000;end
        7:begin hang=8'b11111110;red=8'b00011000;gre=8'b00000000;end
        default:hang=8'b11111111;
        endcase;
        end
        2:begin
        case(s1)
        0:begin hang=8'b01111111;red=8'b00000000;gre=8'b00000000;end
        1:begin hang=8'b10111111;red=8'b00000000;gre=8'b00000000;end
        2:begin hang=8'b11011111;red=8'b00011000;gre=8'b00011000;end
        3:begin hang=8'b11101111;red=8'b00011000;gre=8'b00011000;end
        4:begin hang=8'b11110111;red=8'b00011000;gre=8'b00000000;end
        5:begin hang=8'b11111011;red=8'b00100100;gre=8'b00000000;end
        6:begin hang=8'b11111101;red=8'b00100100;gre=8'b00000000;end
        7:begin hang=8'b11111110;red=8'b00011000;gre=8'b00000000;end
        default:hang=8'b11111111;
        endcase;
        end
        3:begin
        case(s1)
         0:begin hang=8'b01111111;red=8'b00000000;gre=8'b00000000;end
        1:begin hang=8'b10111111;red=8'b00000000;gre=8'b00000000;end
        2:begin hang=8'b11011111;red=8'b00000000;gre=8'b00000000;end
        3:begin hang=8'b11101111;red=8'b00011000;gre=8'b00011000;end
        4:begin hang=8'b11110111;red=8'b00011000;gre=8'b00000000;end
        5:begin hang=8'b11111011;red=8'b00100100;gre=8'b00000000;end
        6:begin hang=8'b11111101;red=8'b00100100;gre=8'b00000000;end
        7:begin hang=8'b11111110;red=8'b00011000;gre=8'b00000000;end
        default:hang=8'b11111111;
        endcase;
        end
        4:begin
        case(s1)
         0:begin hang=8'b01111111;red=8'b00000000;gre=8'b00000000;end		 
        1:begin hang=8'b10111111;red=8'b00000000;gre=8'b00000000;end
        2:begin hang=8'b11011111;red=8'b00000000;gre=8'b00000000;end
        3:begin hang=8'b11101111;red=8'b00000000;gre=8'b00000000;end
        4:begin hang=8'b11110111;red=8'b00011000;gre=8'b00000000;end
        5:begin hang=8'b11111011;red=8'b00100100;gre=8'b00000000;end
        6:begin hang=8'b11111101;red=8'b00100100;gre=8'b00000000;end
        7:begin hang=8'b11111110;red=8'b00011000;gre=8'b00000000;end
        default:hang=8'b11111111;
        endcase;
        end
        default:hang=8'b11111111;
        endcase;
	end
	end
always@(posedge clk_1hz or posedge rst)
begin
	if(rst) begin s2=0;
					  fail=0;
			  end
   else if(s2==4) begin	s2=0;
								if(start==1)fail = 1;
						end
   else s2=s2+1;
end
endmodule
</file>
==> impl_metrics.tcl <==
# collected from the flow reports
set metrics [dict create \
    worstPathMaxFanout 10 \
    fin_crit_sh_pct 75.7 \
    via_per_inst 4.52 \
    synth.distinct_cells 37 \
    skew_ns 0.00235 \
    grt_max_degree 37 \
    die_w_microns 81.9 \
    gp_congestion 0.833 \
    cp-start-kind "input pin" \
    final.fill_count 589 \
    cts_setup_buffers 0 \
    cts_tree "built" \
    met3_usage_pct 1.80 \
    endpoint_kind "flop" \
    fin_crit_ns 1.82 \
    crit_arrival_ns 2.02 \
    ys.warnings.count 1 \
    fin_cells 278 \
    drive_gt1_share_pct 13.3 \
    maxCapViolCount 0 \
    antenna_found_initial 0 \
    ant_nets 0 \
    cts_buffer_depth 2 \
    setup_ws_ns 0.583 \
    fp_util_pct 31.8 \
    drtIter0Drc 63 \
    rsz0062_at_grt "no" \
    cts_hold_buf 0 \
    cts-buffers-inserted 5 \
    max_clock_freq_ghz 0.550 \
    tool_warnings 34 \
    die_y_microns 81.9 \
    hold_class "flop to flop" \
    grt_overflow 0 \
    drtPass1Iterations 4 \
    layout_top_cells "28 x dfrtp_1, 22 x nor2_1, 18 x clkdlybuf4s50_1" \
    coreArea_sq_um 6030 \
    p_leak_nw 1.01 \
    setup_viol 0 \
    drv_slew 0 \
    cts_resized 0 \
    post-route-util_pct 36.9 \
    critical_path_class "input pin to flop" \
    post_synth.cell_area_avg_sq_um 10.6 \
    power_density_nw_per_um2 865 \
    grt_pass1_wl_microns 5620 \
    hold_viol_final 0 \
    clkLatencyLatePin_ns 0.28 \
    io_pins 29 \
    ys_cells 181 \
    post-place-ws_ns 0.248 \
    synth-seq-cells 37 \
    tns_ns 0 \
    syn-instance-count 181 \
    rows 28 \
    busiest_layer "met1" \
    use_met2_pct 15.7 \
    mostFrequentLayoutCell "dfrtp_1" \
    ys_chip_area_sq_um 1920 \
    route.detailed.drc 0 \
    grt_usage_pct 11.0 \
    drt_wl_total_microns 3180 \
    outcome "completed" \
    worstPathRequired_ns 2.60 \
    htree_levels 2 \
    syn_area_sq_um 1920 \
    clockRootBuffer "clkbuf_8" \
    dp_hpwl_microns 2280 \
    ys_seq_share_pct 49.1 \
    routed-via-count 1256 \
    port_buffers 18 \
    grtUsageMet1_pct 18.2 \
    antenna_cells 0 \
    syn2layout_area_growth_pct 15.9 \
    unclocked_regs 6 \
    wl_per_cell_microns 11.4 \
    path_clk_slew_ns 0.07 \
    irDropWorstVdd_mv 0.433 \
    untimed_endpoints 7 \
    chipArea_sq_um 6710 \
    post-place-cells 270 \
    grt_pass1_vias 1176 \
]
-- critical path, stage by stage --
cell and delay, ns:
clkdlybuf4s50_1 0.67, nand2_1 0.16, nor2_1 0.34, and3_1 0.22, xor2_1 0.14
-- through the flow --
stage | hold slack [ns] | cell area, sq um | total power (W)
after floorplan | 0.437 | 1950 | 0.00127
after global placement | 0.467 | 2120 | 0.00148
after detailed placement | 0.462 | 2120 | 0.00149
after CTS | 0.479 | 2220 | 0.00195
after global routing | 0.509 | 2220 | 0.00209
final | 0.476 | 2220 | 0.00192
-- Yosys cell counts, drive strengths merged --
library cell	number	area share, %
o2111a	1	0.59
nor3	3	1.0
xnor2	12	5.5
a311o	1	0.52
xor2	4	1.8
nand4b	1	0.46
nor4b	1	0.46
buf	17	7.1
a211oi	2	0.78
o211ai	1	0.39
nand3	7	1.8
inv	12	2.3
o21ai	5	1.3
nor4	1	0.33
nor2b	4	1.7
ha	13	8.5
edfxtp	1	1.6
or4	2	0.78
conb	1	0.20
mux2	1	0.59
dfstp	8	11
dfrtp	28	37
a31oi	5	1.6
nand4	7	2.3
and3	3	0.98
nand2	9	1.8
and2	1	0.33
a21oi	5	2.1
a21o	2	0.78
nor2	22	4.3
mux2i	1	0.52
-- cell families after synthesis --
family / count (synthesis) / share of synthesized area (%)
AOI/OAI and AO/OA: 22 / 8.09
other: 1 / 0.196
buffers and inverters: 29 / 9.46
adders and majority gates: 13 / 8.49
and+or+nand+nor: 61 / 16.3
muxes: 2 / 1.11
xor gates and xnor gates: 16 / 7.31
DFF: 37 / 49.1
-- report_power, final --
| group | total [W] | internal [W] | switching (W) |
|---|---|---|---|
| registers | 0.000866 | 0.000717 | 0.000149 |
| clock network | 0.000455 | 0.000261 | 0.000194 |
| logic | 0.000600 | 0.000347 | 0.000254 |
-- final cells by class --
| cell class | instances | area (sq um) | area share, % |
|---|---|---|---|
| Clock buffer | 7 | 96.3 | 4.34 |
| Clock inverter | 1 | 6.26 | 0.282 |
| Inverter | 12 | 45.0 | 2.03 |
| Multi-Input combinational cell | 124 | 828 | 37.3 |
| Sequential cell | 37 | 941 | 42.4 |
| Tap cell | 75 | 93.8 | 4.23 |
| Timing Repair Buffer | 22 | 210 | 9.46 |
-- registers in the layout, indices dropped and copies added (netlist names) --
name     cells
s1           3
red          2
gre          1
hang         8
clk_1hz      1
tt          16
fail         1
s2           5
-- layer usage --
layer	share of wire [%]	vias up	routed length (microns)
met3	3.9	5	123
li1	-	629	-
met2	42	28	1330
met5	0	-	0
met1	53	594	1670
met4	1.7	0	55
-- final timing paths --
| kind | startpoint | to | slack [ns] | cells after the start |
|---|---|---|---|---|
| max in group asynchronous | rst | hang[0] | 1.35 | 3 |
| worst max-delay path | BombSwitch | tt[8] | 0.58 | 5 |
| worst min register to register | tt[15] | tt[15] | 0.48 | 1 |
| worst min-delay path | tt[15] | tt[15] | 0.48 | 1 |
| worst max register to register | s1[0] | red[4] | 0.71 | 4 |
| min in group asynchronous | rst | tt[7] | 0.71 | 3 |
No activity file was given, so power comes from the tool's default toggle rates.
